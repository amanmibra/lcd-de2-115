==> ./design.v <==
module lcd_controller (	
input [7:0] iDATA,
input iRS,
input iStart,
output reg oDone,
input iCLK,iRST_N,
output [7:0] LCD_DATA,
output LCD_RW,
output reg LCD_EN,
output LCD_RS	);
parameter	CLK_Divide	=	16;
reg		[4:0]	Cont;
reg		[1:0]	ST;
reg		preStart,mStart;
assign	LCD_DATA	=	iDATA; 
assign	LCD_RW		=	1'b0;
assign	LCD_RS		=	iRS;
always@(posedge iCLK or negedge iRST_N)
begin
	if(!iRST_N)
	begin
		oDone	<=	1'b0;
		LCD_EN	<=	1'b0;
		preStart<=	1'b0;
		mStart	<=	1'b0;
		Cont	<=	0;
		ST		<=	0;
	end
	else
	begin
		preStart<=	iStart;
		if({preStart,iStart}==2'b01)
		begin
			mStart	<=	1'b1;
			oDone	<=	1'b0;
		end
		if(mStart)
		begin
			case(ST)
			0:	ST	<=	1;	 
			1:	begin
					LCD_EN	<=	1'b1;
					ST		<=	2;
				end
			2:	begin					
					if(Cont<CLK_Divide)
					Cont	<=	Cont + 1'b1;
					else
					ST		<=	3;
				end
			3:	begin
					LCD_EN	<=	1'b0;
					mStart	<=	1'b0;
					oDone	<=	1'b1;
					Cont	<=	0;
					ST		<=	0;
				end
			endcase
		end
	end
end
endmodule
module lcd_messages(
  input iCLK,iRST_N,
  input [2:0] mess,
  input [1:0] isServer,
  output [7:0] 	LCD_DATA,
  output LCD_RW,LCD_EN,LCD_RS
);
reg	[5:0]	LUT_INDEX;
reg	[8:0]	LUT_DATA;
reg	[5:0]	mLCD_ST;
reg	[17:0]	mDLY;
reg		mLCD_Start;
reg	[7:0]	mLCD_DATA;
reg		mLCD_RS;
wire		mLCD_Done;
parameter	LCD_INTIAL	=	0;
parameter	LCD_LINE1	=	5;
parameter	LCD_CH_LINE	=	LCD_LINE1+16;
parameter	LCD_LINE2	=	LCD_LINE1+16+1;
parameter	LUT_SIZE	=	LCD_LINE1+32+1;
initial begin
	refresh = 1;
end
always@(posedge iCLK or negedge iRST_N)
begin
	if(!iRST_N)
	begin
		LUT_INDEX	<=	0;
		mLCD_ST		<=	0;
		mDLY		<=	0;
		mLCD_Start	<=	0;
		mLCD_DATA	<=	0;
		mLCD_RS		<=	0;
	end
	else
	begin
		if(LUT_INDEX<LUT_SIZE)
		begin
			case(mLCD_ST)
			0:	begin
					mLCD_DATA	<=	LUT_DATA[7:0];
					mLCD_RS		<=	LUT_DATA[8];
					mLCD_Start	<=	1;
					mLCD_ST		<=	1;
				end
			1:	begin
					if(mLCD_Done)
					begin
						mLCD_Start	<=	0;
						mLCD_ST		<=	2;
					end
				end
			2:	begin
					if(mDLY<18'h3FFFE)
					mDLY	<=	mDLY + 1'b1;
					else
					begin
						mDLY	<=	0;
						mLCD_ST	<=	3;
					end
				end
			3:	begin
					LUT_INDEX	<=	LUT_INDEX + 1'b1;
					mLCD_ST	<=	0;
				end
			endcase
		end else if(refresh == 1) begin
			LUT_INDEX <= 0;
      case(isServer)
        0: begin
          line1_mess[0] <= clientMessage[0];
          line1_mess[1] <= clientMessage[1];
          line1_mess[2] <= clientMessage[2];
          line1_mess[3] <= clientMessage[3];
          line1_mess[4] <= clientMessage[4];
          line1_mess[5] <= clientMessage[5];
          line1_mess[6] <= clientMessage[6];
          line1_mess[7] <= clientMessage[7];
          line1_mess[8] <= clientMessage[8];
          line1_mess[9] <= clientMessage[9];
          line1_mess[10] <= clientMessage[10];
          line1_mess[11] <= clientMessage[11];
          line1_mess[12] <= clientMessage[12];
          line1_mess[13] <= clientMessage[13];
          line1_mess[14] <= clientMessage[14];
          line1_mess[15] <= clientMessage[15];
        end
        1: begin
          line1_mess[0] <= serverMessage[0];
          line1_mess[1] <= serverMessage[1];
          line1_mess[2] <= serverMessage[2];
          line1_mess[3] <= serverMessage[3];
          line1_mess[4] <= serverMessage[4];
          line1_mess[5] <= serverMessage[5];
          line1_mess[6] <= serverMessage[6];
          line1_mess[7] <= serverMessage[7];
          line1_mess[8] <= serverMessage[8];
          line1_mess[9] <= serverMessage[9];
          line1_mess[10] <= serverMessage[10];
          line1_mess[11] <= serverMessage[11];
          line1_mess[12] <= serverMessage[12];
          line1_mess[13] <= serverMessage[13];
          line1_mess[14] <= serverMessage[14];
          line1_mess[15] <= serverMessage[15];
        end
      endcase
			case (mess)
				0: begin
          line2_mess[0] <= 9'h173;
          line2_mess[1] <= 9'h168;
          line2_mess[2] <= 9'h176;
          line2_mess[3] <= 9'h169;
          line2_mess[4] <= 9'h146;
          line2_mess[5] <= 9'h146;
          line2_mess[6] <= 9'h146;
          line2_mess[7] <= 9'h120;
          line2_mess[8] <= 9'h120;
          line2_mess[9] <= 9'h120;
          line2_mess[10] <= 9'h120;
          line2_mess[11] <= 9'h120;
          line2_mess[12] <= 9'h120;
          line2_mess[13] <= 9'h120;
          line2_mess[14] <= 9'h120;
          line2_mess[15] <= 9'h120;
				end
				4: begin
          line2_mess[0] <= message0[0];
          line2_mess[1] <= message0[1];
          line2_mess[2] <= message0[2];
          line2_mess[3] <= message0[3];
          line2_mess[4] <= message0[4];
          line2_mess[5] <= message0[5];
          line2_mess[6] <= message0[6];
          line2_mess[7] <= message0[7];
          line2_mess[8] <= message0[8];
          line2_mess[9] <= message0[9];
          line2_mess[10] <= message0[10];
          line2_mess[11] <= message0[11];
          line2_mess[12] <= message0[12];
          line2_mess[13] <= message0[13];
          line2_mess[14] <= message0[14];
          line2_mess[15] <= message0[15];
				end
				5: begin
          line2_mess[0] <= message1[0];
          line2_mess[1] <= message1[1];
          line2_mess[2] <= message1[2];
          line2_mess[3] <= message1[3];
          line2_mess[4] <= message1[4];
          line2_mess[5] <= message1[5];
          line2_mess[6] <= message1[6];
          line2_mess[7] <= message1[7];
          line2_mess[8] <= message1[8];
          line2_mess[9] <= message1[9];
          line2_mess[10] <= message1[10];
          line2_mess[11] <= message1[11];
          line2_mess[12] <= message1[12];
          line2_mess[13] <= message1[13];
          line2_mess[14] <= message1[14];
          line2_mess[15] <= message1[15];
				end
				1: begin
          line2_mess[0] <= message2[0];
          line2_mess[1] <= message2[1];
          line2_mess[2] <= message2[2];
          line2_mess[3] <= message2[3];
          line2_mess[4] <= message2[4];
          line2_mess[5] <= message2[5];
          line2_mess[6] <= message2[6];
          line2_mess[7] <= message2[7];
          line2_mess[8] <= message2[8];
          line2_mess[9] <= message2[9];
          line2_mess[10] <= message2[10];
          line2_mess[11] <= message2[11];
          line2_mess[12] <= message2[12];
          line2_mess[13] <= message2[13];
          line2_mess[14] <= message2[14];
          line2_mess[15] <= message2[15];
				end
        2: begin
          line2_mess[0] <= message2[0];
          line2_mess[1] <= message2[1];
          line2_mess[2] <= message2[2];
          line2_mess[3] <= message2[3];
          line2_mess[4] <= message2[4];
          line2_mess[5] <= message2[5];
          line2_mess[6] <= message2[6];
          line2_mess[7] <= message2[7];
          line2_mess[8] <= message2[8];
          line2_mess[9] <= message2[9];
          line2_mess[10] <= message2[10];
          line2_mess[11] <= message2[11];
          line2_mess[12] <= message2[12];
          line2_mess[13] <= message2[13];
          line2_mess[14] <= message2[14];
          line2_mess[15] <= message2[15];
        end
        3: begin
          line2_mess[0] <= message2[0];
          line2_mess[1] <= message2[1];
          line2_mess[2] <= message2[2];
          line2_mess[3] <= message2[3];
          line2_mess[4] <= message2[4];
          line2_mess[5] <= message2[5];
          line2_mess[6] <= message2[6];
          line2_mess[7] <= message2[7];
          line2_mess[8] <= message2[8];
          line2_mess[9] <= message2[9];
          line2_mess[10] <= message2[10];
          line2_mess[11] <= message2[11];
          line2_mess[12] <= message2[12];
          line2_mess[13] <= message2[13];
          line2_mess[14] <= message2[14];
          line2_mess[15] <= message2[15];
        end
			endcase
		end
	end
end
reg [31:0] counter;
reg refresh;
always@(posedge iCLK) begin: increment_counter
	if(counter == 27'h5F5E100) begin
		refresh <= 1;
		counter <= 0;
	end else begin
		counter <= counter + 1;
		refresh <= 0;
	end
end
reg [9:0] line1_mess [15:0];
reg [9:0] line2_mess [15:0];
wire [9:0] message0 [15:0];
assign message0[0] = 9'h150;
assign message0[1] = 9'h161;
assign message0[2] = 9'h167;
assign message0[3] = 9'h165;
assign message0[4] = 9'h120;
assign message0[5] = 9'h152;
assign message0[6] = 9'h165;
assign message0[7] = 9'h163;
assign message0[8] = 9'h165;
assign message0[9] = 9'h169;
assign message0[10] = 9'h176;
assign message0[11] = 9'h165;
assign message0[12] = 9'h164;
assign message0[13] = 9'h120;
assign message0[14] = 9'h120;
assign message0[15] = 9'h120;
wire [9:0] message1 [15:0];
assign message1[0] = 9'h150;  
assign message1[1] = 9'h161;  
assign message1[2] = 9'h167;  
assign message1[3] = 9'h165;  
assign message1[4] = 9'h120;
assign message1[5] = 9'h14c;  
assign message1[6] = 9'h16f;
assign message1[7] = 9'h161;
assign message1[8] = 9'h164;
assign message1[9] = 9'h165;
assign message1[10] = 9'h164;
assign message1[11] = 9'h120;
assign message1[12] = 9'h120;
assign message1[13] = 9'h120;
assign message1[14] = 9'h120;
assign message1[15] = 9'h120;
wire [9:0] message2 [15:0];
assign message2[0] = 9'h150;  
assign message2[1] = 9'h161;  
assign message2[2] = 9'h167;  
assign message2[3] = 9'h165;  
assign message2[4] = 9'h120;
assign message2[5] = ( mess == 1 ? 9'h149 : ( mess == 2 ? 9'h150 : (mess == 3 ? 9'h151 : 9'h120)));  
assign message2[6] = 9'h120;
assign message2[7] = 9'h153;  
assign message2[8] = 9'h165;
assign message2[9] = 9'h16e;
assign message2[10] = 9'h174;
assign message2[11] = 9'h120;
assign message2[12] = 9'h120;
assign message2[13] = 9'h120;
assign message2[14] = 9'h120;
assign message2[15] = 9'h120;
wire [9:0] clientMessage [15:0];
assign clientMessage[0] = 9'h167;  
assign clientMessage[1] = 9'h176;
assign clientMessage[2] = 9'h173;
assign clientMessage[3] = 9'h169;
assign clientMessage[4] = 9'h178;
assign clientMessage[5] = 9'h184;
assign clientMessage[6] = 9'h120;
assign clientMessage[7] = 9'h153;
assign clientMessage[8] = 9'h154;
assign clientMessage[9] = 9'h141;
assign clientMessage[10] = 9'h154;
assign clientMessage[11] = 9'h155;
assign clientMessage[12] = 9'h153;
assign clientMessage[13] = 9'h120;
assign clientMessage[14] = 9'h120;
assign clientMessage[15] = 9'h120;
wire [9:0] serverMessage [15:0];
assign serverMessage[0] = 9'h153;  
assign serverMessage[1] = 9'h145;
assign serverMessage[2] = 9'h152;
assign serverMessage[3] = 9'h156;
assign serverMessage[4] = 9'h145;
assign serverMessage[5] = 9'h152;
assign serverMessage[6] = 9'h120;
assign serverMessage[7] = 9'h153;
assign serverMessage[8] = 9'h154;
assign serverMessage[9] = 9'h141;
assign serverMessage[10] = 9'h154;
assign serverMessage[11] = 9'h155;
assign serverMessage[12] = 9'h153;
assign serverMessage[13] = 9'h120;
assign serverMessage[14] = 9'h120;
assign serverMessage[15] = 9'h120;
always@(posedge iCLK)
begin
	case(LUT_INDEX)
	LCD_INTIAL+0:	LUT_DATA	<=	9'h038;
	LCD_INTIAL+1:	LUT_DATA	<=	9'h00C;
	LCD_INTIAL+2:	LUT_DATA	<=	9'h001;
	LCD_INTIAL+3:	LUT_DATA	<=	9'h006;
	LCD_INTIAL+4:	LUT_DATA	<=	9'h080;
	LCD_LINE1+0:	LUT_DATA	<=	line1_mess[0];	 
	LCD_LINE1+1:	LUT_DATA	<=	line1_mess[1];
	LCD_LINE1+2:	LUT_DATA	<=	line1_mess[2];
	LCD_LINE1+3:	LUT_DATA	<=	line1_mess[3];
	LCD_LINE1+4:	LUT_DATA	<=	line1_mess[4];
	LCD_LINE1+5:	LUT_DATA	<=	line1_mess[5];
	LCD_LINE1+6:	LUT_DATA	<=	line1_mess[6];
	LCD_LINE1+7:	LUT_DATA	<=	line1_mess[7];
	LCD_LINE1+8:	LUT_DATA	<=	line1_mess[8];
	LCD_LINE1+9:	LUT_DATA	<=	line1_mess[9];
	LCD_LINE1+10:	LUT_DATA	<=	line1_mess[10];
	LCD_LINE1+11:	LUT_DATA	<=	line1_mess[11];
	LCD_LINE1+12:	LUT_DATA	<=	line1_mess[12];
	LCD_LINE1+13:	LUT_DATA	<=	line1_mess[13];
	LCD_LINE1+14:	LUT_DATA	<=	line1_mess[14];
	LCD_LINE1+15:	LUT_DATA	<=	line1_mess[15];
	LCD_CH_LINE:	LUT_DATA	<=	9'h0C0;
	LCD_LINE2+0:	LUT_DATA	<=	line2_mess[0];	 
	LCD_LINE2+1:	LUT_DATA	<=	line2_mess[1];  
	LCD_LINE2+2:	LUT_DATA	<=	line2_mess[2];  
	LCD_LINE2+3:	LUT_DATA	<=	line2_mess[3];
	LCD_LINE2+4:	LUT_DATA	<=	line2_mess[4];
	LCD_LINE2+5:	LUT_DATA	<=	line2_mess[5];
	LCD_LINE2+6:	LUT_DATA	<=	line2_mess[6];
	LCD_LINE2+7:	LUT_DATA	<=	line2_mess[7];
	LCD_LINE2+8:	LUT_DATA	<=	line2_mess[8];
	LCD_LINE2+9:	LUT_DATA	<=	line2_mess[9];
	LCD_LINE2+10:	LUT_DATA	<=	line2_mess[10];
	LCD_LINE2+11:	LUT_DATA	<=	line2_mess[11];
	LCD_LINE2+12:	LUT_DATA	<=	line2_mess[12];
	LCD_LINE2+13:	LUT_DATA	<=	line2_mess[13];
	LCD_LINE2+14:	LUT_DATA	<=	line2_mess[14];
	LCD_LINE2+15:	LUT_DATA	<=	line2_mess[15];
	default:		LUT_DATA	<=	9'dx ;
	endcase
end
lcd_controller u0(
.iDATA(mLCD_DATA),
.iRS(mLCD_RS),
.iStart(mLCD_Start),
.oDone(mLCD_Done),
.iCLK(iCLK),
.iRST_N(iRST_N),
.LCD_DATA(LCD_DATA),
.LCD_RW(LCD_RW),
.LCD_EN(LCD_EN),
.LCD_RS(LCD_RS)    );
endmodule
==> ./run.sh <==
#!/bin/bash
# OpenROAD 26Q1-2900-gdf79404cd8, Yosys 0.63+post, stock flow scripts
make -C /OpenROAD-flow-scripts/flow DESIGN_CONFIG=/design/flow/config.mk WORK_HOME=/design/flow/orfs finish
==> ./config.mk <==
export PLATFORM = sky130hd
export DESIGN_NAME = lcd_messages
export DESIGN_NICKNAME = lcd_messages
export VERILOG_FILES = /design/flow/design.v
export SDC_FILE = /design/flow/constraint.sdc
export NUM_CORES = 4
export LEC_CHECK = 1
export CORE_UTILIZATION = 30
==> ./constraint.sdc <==
current_design lcd_messages

set clk_period 4.0
set clk_io_pct 0.2

create_clock -name clk0 -period $clk_period [get_ports {iCLK}]

set non_clock_inputs [all_inputs -no_clocks]
set_input_delay [expr $clk_period * $clk_io_pct] -clock clk0 $non_clock_inputs
set_output_delay [expr $clk_period * $clk_io_pct] -clock clk0 [all_outputs]
==> changes_impl.md <==
## Implementation

- Final min period: roughly 2.6 ns
- Post-DRT Antenna Nets: 0
- Hold crit path type: flop to flop
- Dpl cells: 863
- Routability congestion estimate: 0.904
- Pwr Density: 407 nW/um^2
- Clock Tree Buf Depth: 2
- DR iter-0 viols: 297
- # rows: 50
- H-tree levels: 4
- Seq/Total Area, Yosys: 46.9%
- # DRC: 0
- Unrepaired setup endpoints after global routing: false
- Pins Over Slew Limit: 0
- Die W: 141 microns
- Max-Cap Viols: 0
- Area Growth Syn to Fin: 17.0%
- CP top delay family: simple AND/OR/NAND/NOR gates
- Inserted Clock Buffers: 17
- FFs w/ async S/R, synth: 45.1%
- Final Cycle Share: between 60% and 70%
- Maximum clock frequency: 0.380 GHz
- Die area: between 15,000 and 20,000 sq um
- Top cells excl fill/tap: nor2_1 (61), nand2_1 (60), dfrtp_1 (49), dfxtp_1 (42), xnor2_1 (37)
- WP data arrival: 2.90 ns
- Outcome: completed
- Num Clock Sinks: 113
- Initial antenna violation count: 0
- Number of enable flip-flop cells: 20
- Largest stage delay on the critical path: approximately 0.7 ns
- Ant. Diodes: 0
- Worst Clk Skew: 0.00608 ns
- P_leak: 2.62 nW
- Post-synthesis cell count: around 610
- Vias in the first global route: slightly above 4,000
- Late-Pin Clk Latency: 0.41 ns
- I/O pins: 18
- Synthesized area per cell: 9.45 sq um
- Core ar.: 18,800 sq um
- Hold bufs inserted after CTS: 0
- # resized after CTS: 0
- R2r worst-path depth: 5
- Crit Path Class: flop to flop
- Top cell excl fill/tap: nor2_1
- Post-synth regs: 113
- PortBufs: 16
- CP Max Fanout: 31
- Chip area in the Yosys report: 5800 sq um
- Most frequent CP cell: and2_1
- Die height: ~140 microns
- Non-Filler Instances: 895
- Top FF cell, synth: dfrtp_1
- Drt wl/cell: about 14 microns
- Setup repair bufs after CTS: 0
- Post-DP HPWL: roughly 8000 microns
- # Cells Yosys: 613
- Endpoints failing setup: 0
- Cell Type Count: roughly 74
- CP Launch Type: flop
- FP Util: 30.8%
- Largest net degree at the start of global routing: ~52
- Routed WL: about 12,000 microns
- Hold EP: u0.preStart$_DFF_PN0_
- CP cell instances: a211oi_2, nand2b_1, and2_1, and2_1, nor2_1
- Mapped cell area: 5800 sq um
- Via density: 4.94
- Critical path required time: roughly 4.3 ns
- DR vias: 4,425
- TNS Setup: 0 ns
- Crit path buf inv count: 0
- Peak VDD IR: 0.250 mV
- Crit-path slowest cell: dfrtp_1
- End of the worst register-to-register path: mDLY[7]$_DFFE_PN0P_
- Reg-to-Reg Start: LUT_INDEX[4]$_DFFE_PN0P_
- First-pass DRT Iterations: 5
- Clock Tree Root: clkbuf_16
- Tool warning count: 29
- Hold Path Depth: 0
- Number of synthesis warnings: 4
- GRT Overall Usage: 13.3%
- Worst slew margin: 39.6%
- CTS tree: built
- CTS clock-pin slew for the worst setup and hold paths: 0.06 ns
- Critical Path Sink Type: flop
- Layout cell share with drive strength beyond 1: ~11%
- Overflow after GRT: 0
- Hold Startpoint: mLCD_Start$_DFFE_PN0P_
- Final Hold Viols: 0
- R2r setup slk: 1.37 ns
- First-pass GRT wire length: 20,900 microns
- Worst-Margin Slew: 0.906 ns
## routing by layer
metal | vias to the layer above | global-route usage (%) | routed length [microns]
li1 | 2205 | - | -
met1 | 2101 | 21.1 | 6170
met2 | 111 | 19.0 | 5290
met3 | 8 | 3.15 | 670
met4 | 0 | 1.77 | 123
met5 | - | 0 | 0
## stage by stage
| stage | power [mW] | cell area [sq um] | worst slack [ns] | util, % | hold WS, ns |
|---|---|---|---|---|---|
| 5_1_grt | 2.85 | 6780 | 1.12 | 36.0 | 0.467 |
| 3_3_place_gp | 1.22 | 6150 | 1.44 | 32.7 | 0.437 |
| 3_5_place_dp | 1.22 | 6150 | 1.41 | 32.7 | 0.440 |
| 6_report | 2.76 | 6780 | 1.37 | 36.0 | 0.442 |
| 2_1_floorplan | 1.20 | 5800 | 1.75 | - | 0.396 |
| 4_1_cts | 2.80 | 6780 | 1.40 | 36.0 | 0.450 |
## logic make-up (layout without fill, tap and decap cells)
logic type      count (synthesis)  after routing  synth area share, %
simple gates                  259            259                 23.9
compound gates                116            116                 13.4
flops                         113            113                 46.9
buf+inv                        57             79                 4.56
xor+xnor                       43             43                 6.50
mux                            16             16                 3.00
fa+ha+maj                       8              8                 1.73
other cells                     1              1               0.0647
## where the power goes
part	internal, mW	leakage (nW)	switching (mW)
Clock	1.02	0.302	0.536
Sequential	1.17	1.22	0
Combinational	0.0101	1.10	0.0215
## sequential cells by signal (all words and copies together), names as in the netlist, 2 cells and up, named ones only
name / flops
mLCD_ST: 3
LUT_DATA: 9
LUT_INDEX: 6
mDLY: 18
u0.Cont: 5
line1_mess: 2
line2_mess: 18
mLCD_DATA: 8
u0.ST: 2
counter: 32
## worst reg2reg max path: stages (launching register included)
cell	delay, ns
dfrtp_1	0.71
a211oi_2	0.44
nand2b_1	0.44
and2_1	0.27
and2_1	0.52
nor2_1	0.11
## cell usage after synthesis, types with 3 or more instances
cell       n  area share, %
and2_1     6           0.65
or2_2      4           0.43
dfxtp_1   42             15
a21oi_1   26            2.2
nor2_1    61            4.0
nand2b_1  10            1.1
and4_1     8            1.2
a22oi_1    5           0.65
nand3_1   34            2.9
a211o_1    3           0.45
nor4_1    11            1.2
o22ai_1    3           0.32
and3_1     7           0.76
nand4_2    3           0.65
nand4_1    3           0.32
mux2_2    11            2.1
ha_1       8            1.7
o21ai_0   26            2.2
xnor2_1   37            5.6
inv_1     24            1.6
dfrtp_1   49             21
xor2_1     6           0.91
a22o_1     8            1.2
a32o_1     3           0.52
mux2i_1    5           0.86
a31oi_1    8           0.86
nor2b_1   13            1.4
clkbuf_1   9           0.58
nand2_1   60            3.9
nor3_1    17            1.5
nor3b_1    3           0.39
a21o_1     4           0.52
buf_2     15            1.3
buf_1      5           0.32
edfxtp_1  20             10
nor4b_1    4           0.60
o31ai_1    3           0.39
## how the worst max path moves through the flow
stage	startpoint	end	slack, ns	depth (start not counted)
global route	LUT_INDEX[4]$_DFFE_PN0P_	mDLY[9]$_DFFE_PN0P_	1.12	5
finish	LUT_INDEX[4]$_DFFE_PN0P_	mDLY[7]$_DFFE_PN0P_	1.37	5
CTS	LUT_INDEX[4]$_DFFE_PN0P_	mDLY[9]$_DFFE_PN0P_	1.40	5
## area by class of cell
type / instances / area (sq um)
Sequential cell: 113 / 2720
Multi-Input combinational cell: 443 / 2810
Fill cell: 1830 / 12100
Timing Repair Buffer: 23 / 208
Clock inverter: 11 / 121
Tap cell: 260 / 325
Inverter: 24 / 90.1
Clock buffer: 21 / 503
Power and IR drop assume default switching activity.
