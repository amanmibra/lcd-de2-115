==> flow/design.v <==
module reset_delay( input iCLK, output reg oRESET);
reg	[19:0]	Cont;
always@(posedge iCLK)
begin
	if(Cont!=20'hFFFFF)
	begin
		Cont	<=	Cont + 1'b1;
		oRESET	<=	1'b0;
	end
	else
	oRESET	<=	1'b1;
end
endmodule
==> flow/run.sh <==
#!/bin/bash
# OpenROAD 26Q1-2900-gdf79404cd8, Yosys 0.63+post, stock flow scripts
make -C /OpenROAD-flow-scripts/flow DESIGN_CONFIG=/design/flow/config.mk WORK_HOME=/design/flow/orfs finish
==> flow/config.mk <==
export PLATFORM = sky130hd
export DESIGN_NAME = reset_delay
export DESIGN_NICKNAME = reset_delay
export VERILOG_FILES = /design/flow/design.v
export SDC_FILE = /design/flow/constraint.sdc
export NUM_CORES = 4
export LEC_CHECK = 1
export CORE_AREA = 10 10 89 89
export DIE_AREA = 0 0 99 99
==> flow/constraint.sdc <==
current_design reset_delay

set clk_period 6.3
set clk_io_pct 0.2

create_clock -name clk0 -period $clk_period [get_ports {iCLK}]

set non_clock_inputs [all_inputs -no_clocks]
set_input_delay [expr $clk_period * $clk_io_pct] -clock clk0 $non_clock_inputs
set_output_delay [expr $clk_period * $clk_io_pct] -clock clk0 [all_outputs]
==> metrics.cfg <==
[run_status]
status = complete, no violations

[route]
via_per_inst = 3.45
drt_first_pass_iters = 4
drc = 0
antenna_cells = 0
drt-initial-drc-count = 53
vias = 538
wl_per_cell_um = 8.70
postRouteAntennaNets = 0
drt_wl_total_um = 1360

[timing]
finalHoldViolations = 0
finClkSkew_ns = 0.00754
maxSlewViolCount = 0
setup_viol = 0
rsz0062_at_grt = no
tightest_slew_ns = 0.755
period_minus_slack_ns = 2.28
slew_headroom_pct = 49.6
setup_ws_ns = 4.02
fin_hold_ws_ns = 0.579
setup_tns_ns = 0
finalCritPeriodShare_pct = 36.2
max_freq_ghz = 0.439

[logic_synthesis]
flop_cell = edfxtp_1
netlist.area_leader.share_pct = 59.5
syn_inst = 76
ys_seq_share_pct = 61.5
yosys-stat-cells = 76
yosys_area_sq_um = 1010
edf_count = 20
common_cells = edfxtp_1 (20), xnor2_1 (13), nand3_1 (8)
syn_area_sq_um = 1010
ys_async_sr_fraction_pct = 0
ys_types = 17
area_leaders = edfxtp_1 (59%), xnor2_1 (11%), xor2_1 (4.3%), nand3_1 (4.0%), nand2_1 (2.2%)
syn_area_per_cell_sq_um = 13.3
top_cell = edfxtp_1
yosys.area.top_type = edfxtp_1
yosysWarningCount = 1
synth_flop_count = 21

[worst_setup_path]
slowest_delay_ns = 0.45
path_depth = 1
worst-setup-path-type = flip-flop to output pin
path_buffers = 1
crit_required_ns = 5.04
cpLargestDelayFamily = buffers and inverters
crit_path_max_fanout = 1
cp.arrival_ns = 1.02
endpoint_kind = output pin
crit_slowest_cell = clkdlybuf4s50_1
r2r_cells = 5
cp-start-kind = flip-flop
crit_chain = clkdlybuf4s50_1

[placed_design]
preCtsSetupSlack_ns = 4.23
hpwl_um = 916
place_congestion = 0.744
io_buffers = 1

[floorplan]
die_area_sq_um = 9800
rows = 28
io_pins = 2
initial_core_util_pct = 16.9
die_w_um = 99
die_h_um = 99
core-area_sq_um = 5990

[grt]
antenna_found_initial = 0
grtUsageMet1_pct = 4.66
grt_max_degree = 21
grtUsageTotal_pct = 2.86
grt_pass1_wl_um = 2480
use_met3_pct = 0.634
first_global_vias = 528
grt_busiest_layer = met1
use_met2_pct = 3.61
overflow = 0

[cts]
cts_setup_buffers = 0
cts_tree = done
clk_pin_slew_worst_paths_ns = 0.08
cts_htree_levels = 1
cts.sinks = 21
cts-resized-gates = 0
clkLatencyLatePin_ns = 0.26
cts_hold_buf = 0
clockRootBuffer = clkbuf_8
clockBufferDepth = 2
cts_inserted_buffers = 3

[flow_run]
max-cap-violations = 0
tool_warnings = 25

[layout]
finalCoreUtilization_pct = 19.4
drive_gt1_share_pct = 11.1
num-fill-cells = 632
syn2layout_area_growth_pct = 14.9

[power]
peakVddDrop_uv = 65.3
pwr_density_cell_nw_per_um2 = 203
leakage_nw = 0.391

[worst_hold_path]
holdPathStages = 1
min_path_type = flip-flop to flip-flop

## stage by stage
step / area (sq um) / power, mW / instances
floorplan: 1010 / 0.153 / 76
global placement: 1110 / 0.153 / 152
detailed placement: 1110 / 0.153 / 152
CTS: 1160 / 0.239 / 156
global route: 1160 / 0.246 / 156
finish: 1160 / 0.235 / 156
## path summary, 6_finish.rpt
kind | startpoint | slack, ns | end
worst max-delay path | oRESET$_DFF_P_ | 4.02 | oRESET
worst min-delay path | Cont[19]$_DFFE_PP_ | 0.58 | oRESET$_DFF_P_
worst max register to register | Cont[0]$_DFFE_PP_ | 4.20 | Cont[1]$_DFFE_PP_
worst min register to register | Cont[19]$_DFFE_PP_ | 0.58 | oRESET$_DFF_P_
## where the power goes
| part | switching [mW] | internal [mW] |
|---|---|---|
| Clock | 0.0410 | 0.0439 |
| Combinational | 0 | 0 |
| Sequential | 0 | 0.150 |
## layout make-up
type                       instances  area [sq um]  area share, %
sequential                        21           621           53.5
multi-input combinational         50           370           31.9
tap                               75          93.8           8.09
clock buffer                       3          41.3           3.56
inverter                           5          18.8           1.62
timing repair buffer               1          10.0          0.863
clock inverter                     1          5.00          0.432
## cell families (layout without fill, tap and decap cells)
family	count (synthesis)	in the layout	share of synthesized area (%)
AND/OR/NAND/NOR	31	31	19.8
flip-flops	21	21	61.5
adder cells (fa/ha/maj)	1	1	1.24
XOR/XNOR	18	18	15.6
buffers and inverters	5	10	1.86
## cells in the final DEF (no fill, tap or decap), drive strengths merged
master,n
clkdlybuf4s50,1
dfxtp,1
xnor2,13
edfxtp,20
clkbuf,3
nor4,1
xor2,5
and3,3
clkinv,1
nor3,4
inv,5
ha,1
nand4,4
nor2,4
nand3,9
nand2,6
## routing by layer
| metal | up-vias | wire [um] |
|---|---|---|
| li1 | 281 | - |
| met1 | 249 | 743 |
| met2 | 6 | 536 |
| met3 | 2 | 50 |
| met4 | 0 | 27 |
| met5 | - | 0 |
## flip-flops by register name, summed over array words and instances, names as in the netlist
name,count
oRESET,1
Cont,20
No activity file was given, so power comes from the tool's default toggle rates.
